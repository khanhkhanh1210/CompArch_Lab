==> config.mk <==
export PLATFORM = sky130hd
export DESIGN_NAME = ID_EX
export DESIGN_NICKNAME = ID_EX
export VERILOG_FILES = /design/flow/design.v
export SDC_FILE = /design/flow/constraint.sdc
export NUM_CORES = 4
export LEC_CHECK = 1
export CORE_AREA = 10 10 193 193
export DIE_AREA = 0 0 203 203
export SYNTH_HDL_FRONTEND = slang
==> constraint.sdc <==
current_design ID_EX

set clk_period 1.0
set clk_io_pct 0.2

create_clock -name clk0 -period $clk_period [get_ports {i_clk}]

set non_clock_inputs [all_inputs -no_clocks]
set_input_delay [expr $clk_period * $clk_io_pct] -clock clk0 $non_clock_inputs
set_output_delay [expr $clk_period * $clk_io_pct] -clock clk0 [all_outputs]
==> design.v <==
module ID_EX (
    input logic i_clk, i_rst_n,
    input logic [31:0] pc_D, pc_four_D,
    input logic [31:0] instr_D,
    input logic br_equal_D, br_less_D,
    input logic pc_sel, br_un_D,
    input logic rd_wren_D, 
    input logic opa_sel_D, opb_sel_D, 
    input logic [3:0] alu_op_D,
    input logic mem_wren_D, insn_vld_D,
    input logic [1:0] wb_sel_D,
    input logic [31:0] rs1_data_D, rs2_data_D, imm_D,
    input logic [4:0] rd_addr_D, rs1_addr_D, rs2_addr_D,
    output logic [31:0] pc_E, pc_four_E,
    output logic [31:0] instr_E,
    output logic br_equal_E, br_less_E,
    output logic pc_sel_E, br_un_E,
    output logic rd_wren_E,
    output logic opa_sel_E, opb_sel_E,
    output logic [3:0] alu_op_E,
    output logic mem_wren_E, insn_vld_E,
    output logic [1:0] wb_sel_E,
    output logic [31:0] rs1_data_E, rs2_data_E, imm_E,
    output logic [4:0] rd_addr_E, rs1_addr_E, rs2_addr_E
);
always_ff @(posedge i_clk or negedge i_rst_n) begin
    if (!i_rst_n) begin
        pc_E <= 32'h0;
        pc_four_E <= 32'h0;
        instr_E <= 32'h0;
        br_equal_E <= 1'b0;
        br_less_E <= 1'b0;
        pc_sel_E <= 1'b0;
        br_un_E <= 1'b0;
        rd_wren_E <= 1'b0;
        opa_sel_E <= 1'b0;
        opb_sel_E <= 1'b0;
        alu_op_E <= 4'b0000;
        mem_wren_E <= 1'b0;
        insn_vld_E <= 1'b0;
        wb_sel_E <= 2'b00;
        rs1_data_E <= 32'h0;
        rs2_data_E <= 32'h0;
        imm_E <= 32'h0;
        rd_addr_E <= 5'h0;
        rs1_addr_E <= 5'h0;
        rs2_addr_E <= 5'h0;
    end 
    else begin
        pc_E <= pc_D;
        pc_four_E <= pc_four_D;
        instr_E <= instr_D;
        br_equal_E <= br_equal_D;
        br_less_E <= br_less_D;
        pc_sel_E <= pc_sel;
        br_un_E <= br_un_D;
        rd_wren_E <= rd_wren_D;
        opa_sel_E <= opa_sel_D;
        opb_sel_E <= opb_sel_D;
        alu_op_E <= alu_op_D;
        mem_wren_E <= mem_wren_D;
        insn_vld_E <= insn_vld_D;
        wb_sel_E <= wb_sel_D;
        rs1_data_E <= rs1_data_D;
        rs2_data_E <= rs2_data_D;
        imm_E <= imm_D;
        rd_addr_E <= rd_addr_D;
        rs1_addr_E <= rs1_addr_D;
        rs2_addr_E <= rs2_addr_D;
    end
end
endmodule
==> run.sh <==
#!/bin/bash
# OpenROAD 26Q1-2900-gdf79404cd8, Yosys 0.63+post, stock flow scripts
make -C /OpenROAD-flow-scripts/flow DESIGN_CONFIG=/design/flow/config.mk WORK_HOME=/design/flow/orfs finish
==> run summary <==
impl run done, here's what came out: Critical Path RT=800 ps, final hold slack=109 ps, Final setup viols=222, die height=203 um, core area=32800 sq um, OpenROAD warning count=27, overall power=0.0202 W, GP Congestion=0.819, Root Driver=clkbuf_16, CP Capture Type=primary output, CTS sink count=222, final hold viol count=0, most numerous cell in the Yosys netlist=dfrtp_1, period utilization=1.22, Reg area=5560 sq um, max_cap viols=0, Bufs on Longest Clock Path=3, H-tree Lvls=1, Yosys warnings=0, drt drc=0, LEAKAGE=4.83 nW, # Cells Yosys=222, Reg clk slew, reported paths=60 ps, Setup crit start kind=register, WL/cell=18.5 um, number of fill cells in the layout=3278, via count=3810, WP data arrival=1020 ps, slowest stage delay, CP=370 ps, Final WS setup=-221 ps, P&R area growth vs syn=88.2%, Port Buffers=445, Post-Route WL=21.6 mm, Synth area leaders=dfrtp_1 (100%), post-synth top area cell=dfrtp_1, worst rel slew slack=0.803, vias in the first global route=4355, Crit-path slowest cell=dfrtp_1, largest net degree at the start of global routing=32, failing checks=negative setup slack, Final Max Slew Viols=0, CP max FO=1, Async S/R FF share, synth=1.00, row count=66, top area contributor share=1.00, first-pass GRT wire length=30.8 mm, Mapped Cells=222, Ports=446, post-synth cell types=1, Iter 0 DRT Violations=76, power density over the cells=1930 nW/um^2, drt first pass iters=4, EDFF count, synth=0, Multi-input gate area=0 sq um, Floorplan Utilization=0.169, initial antenna violation count=2, crit-path leading delay family=flip-flops, GRT Util Overall=0.102, die width=203 um, minimum clock period after layout=1220 ps, vias per cell=3.26, FMAX=819 MHz, CTS tree=built, Min-Delay Path Class=input port to register, status=finished with violations, fin util=0.319, ys flops=222, YS chip area=5560 sq um, postcts setup bufs=0, ANT nets after route=0, worst path buffer plus inverter count=1, Num CTS Buffers=25, DP Worst Slack=-74.5 ps, Die Size=41200 sq um, share of cells above drive strength 1=0.378, Setup CP Type=register to primary output, DP HPWL=17.3 mm, multi-input gates=0, actual slew at the worst max-slew pin=295 ps, synthesized area=5560 sq um, GRT overflow=0, RSZ-0062 raised after global routing=yes, Seq share, synth=1.00, peak supply drop=1.54 mV, Commonest cells post-synth=dfrtp_1 (222), Critical Path, Cell by Cell=buf_6, main flop type=dfrtp_1, Mean Syn Cell Area=25.0 sq um
[final timing paths]
check / startpoint / to / slack (ps) / cells after the start
worst min-delay path: pc_D[2] / pc_E[2]$_DFF_PN0_ / 110 / 1
max in group asynchronous: i_rst_n / imm_E[6]$_DFF_PN0_ / 330 / 3
worst max-delay path: imm_E[28]$_DFF_PN0_ / imm_E[28] / -220 / 1
min in group asynchronous: i_rst_n / pc_E[27]$_DFF_PN0_ / 140 / 2
[final cells by class]
| cell class | instances | share of cell area |
|---|---|---|
| clock buffer | 37 | 0.0708 |
| sequential | 222 | 0.531 |
| timing repair buffer | 458 | 0.336 |
| clock inverter | 7 | 0.00909 |
| tap | 442 | 0.0529 |
| antenna | 1 | 0.000239 |
[cells in the final DEF, fill, tap and decap left out, drive strengths merged]
| cell | count |
|---|---|
| bufinv | 2 |
| clkdlybuf4s50 | 222 |
| clkinvlp | 1 |
| inv | 2 |
| dfrtp | 222 |
| clkbuf | 37 |
| diode | 1 |
| dlygate4sd3 | 1 |
| clkinv | 2 |
| buf | 235 |
[state kept, by name, indices dropped and copies added, names as in the netlist, 4 cells and up]
signal	cells
pc_E	32
pc_four_E	32
rd_addr_E	5
instr_E	32
alu_op_E	4
rs2_data_E	32
imm_E	32
rs1_addr_E	5
rs1_data_E	32
rs2_addr_E	5
[cells by family after synthesis]
kind of cell	Yosys count	share of synthesized area
flops	222	1.00
[stage by stage]
stage / cells / area [sq um] / setup TNS [ps]
2_1_floorplan: 222 / 5560 / 0
3_3_place_gp: 1121 / 10700 / -710
3_5_place_dp: 1121 / 10700 / -628
4_1_cts: 1166 / 10500 / -50050
5_1_grt: 1166 / 10500 / -52040
6_report: 1167 / 10500 / -41040
[layer usage]
layer	track usage	wire [um]	share of wire
met1	0.109	7220	0.33
met3	0.0651	3330	0.15
met2	0.169	10600	0.49
met4	0.0197	448	0.021
met5	0	7	0.00032
[repair_timing]
item / in CTS / in global routing
gates cloned: 0 / 0
endpoints found under the setup margin: 222 / 222
resized: 753 / 0
endpoints found under the hold margin: 222 / 0
hold buffers: 1 / 0
pin swaps: 0 / 0
[power by group]
part / switching (W) / internal [W] / total (W)
Combinational: 0.000457 / 0.00110 / 0.00156
Sequential: 0.0000985 / 0.00944 / 0.00953
Clock: 0.00345 / 0.00562 / 0.00908
Power is estimated from default activity; no workload was simulated.
